`run.sh`:
```
#!/bin/bash
# OpenROAD 26Q1-2900-gdf79404cd8, Yosys 0.63+post, stock flow scripts
make -C /OpenROAD-flow-scripts/flow DESIGN_CONFIG=/design/flow/config.mk WORK_HOME=/design/flow/orfs finish
```
`constraint.sdc`:
```
current_design RegisterFile

set clk_period 10.1
set clk_io_pct 0.2

create_clock -name clk0 -period $clk_period

set non_clock_inputs [all_inputs -no_clocks]
set_input_delay [expr $clk_period * $clk_io_pct] -clock clk0 $non_clock_inputs
set_output_delay [expr $clk_period * $clk_io_pct] -clock clk0 [all_outputs]
```
`design.v`:
```
`timescale 1ns / 1ps
module RegisterFile(
    input [4:0] ReadReg1,
    input [4:0] ReadReg2,
    input [4:0] WriteReg,
    input [31:0] WriteData,
    input RegWrite,
    output reg [31:0] ReadData1,
    output reg [31:0] ReadData2
    );
reg [31:0] rf[31:0];
always@(*)
	begin		
		if(RegWrite)
			rf[WriteReg] <= WriteData;
		if(ReadReg1 == 5'b000)
			ReadData1 <= 32'b0;
		else
			ReadData1 <= rf[ReadReg1];
		if(ReadReg2 == 5'b000)
			ReadData2 <= 32'b0;
		else
			ReadData2 <= rf[ReadReg2];	
	end
endmodule
```
`config.mk`:
```
export PLATFORM = sky130hd
export DESIGN_NAME = RegisterFile
export DESIGN_NICKNAME = RegisterFile
export VERILOG_FILES = /design/flow/design.v
export SDC_FILE = /design/flow/constraint.sdc
export NUM_CORES = 4
export LEC_CHECK = 1
export CORE_UTILIZATION = 40
```
==> impl_metrics.toml <==
# physical design summary
[sta]
worstMarginPinSlew_ns = 1.04
fin_crit_ns = 8.41
untimed_endpoints = 992
tns_ns = 0
max_freq_mhz = 119
final-hold-violation-count = 0
maxSlewHeadroom_pct = 30.3
rsz0062_at_grt = "false"
slew_viol_final = 0
unclocked_regs = 992
setup_viol = 0
timing.final.crit_share_pct = 83.2
hold_ws_ns = 4.91

[run]
warnings = 32
drv_cap = 0

[route]
detail-route-antenna-nets = 0
vias = 31108
detail_route.first_pass.iterations = 7
drc = 0
avgViaCountPerCell = 7.87
post_drt_wl_per_cell_um = 46.4
drt_iter0_drc = 4511
routed_wl_um = 184000

[critical_path]
path_class = "in2out"
critical_path_peak_fanout = 36
cp.required_ns = 8.08
endpoint_kind = "output port"
arrival_ns = 6.39
worst_setup_path_start_kind = "primary input"

[global_route]
antenna_found_initial = 18
grt_overflow_total = 0
grt_pass1_vias = 30121
grt_max_degree = 42
grt_usage_pct = 53.6
grt_pass1_wl_um = 247000

[finish]
area_growth_pct = 9.75
largest_reg_flops = 992
drive_gt1_share_pct = 8.61
largestRegisters = "rf (992)"
regMostFlops = "rf"
final_cells = 3952

[power]
p_leak_uw = 0.0130
switching_share_pct = 51.3
internal-power_uw = 495
power.density_nw_per_um2 = 33.6
ir_worst_vdd_uv = 23.2
power.switching_uw = 522

[place]
dp.cells = 3939
port-buffer-count = 112
gp_congestion = 1.05
hpwl_um = 103000

[cts]
cts_setup_buffers = 0
cts_hold_buf = 0
post_cts_resized = 0

[yosys]
syn_area_um2 = 27600
syn_avg_cell_area_um2 = 9.11
synth_stat.cells = 3032
syn_inst = 3032
synth-seq-cells = 992
ff_type = "dlxtn_1"
synthArstFlopShare_pct = 0
ys_chip_area_um2 = 27600
yosys_warnings = 2
ys_types = 67
edf_count = 0

[floorplan]
fp_util_pct = 40.8
dieArea_um2 = 70100
core_um2 = 67800
die-height_um = 265
rows = 95
ios = 112
chipWidth_um = 265

[status]
status = "completed"

[hold_path]
hp-class = "in2out"
-- synthesized netlist by cell type, types with 12 or more instances --
cell / count / area (µm²)
a22oi_1: 787 / 5910
a222oi_1: 46 / 460
nand2b_1: 16 / 100
nand2_1: 224 / 841
clkbuf_1: 65 / 244
o21ai_0: 24 / 120
nor3_1: 74 / 370
nand3_1: 60 / 300
a31oi_1: 12 / 75.1
a21oi_1: 169 / 846
a22o_1: 18 / 158
a221oi_1: 12 / 105
nor2_1: 112 / 420
dlxtn_1: 992 / 14900
buf_4: 24 / 180
nand4_1: 97 / 607
nor4_1: 19 / 119
buf_2: 134 / 671
-- area by class of cell --
| cell class | instances | area (µm²) |
|---|---|---|
| timing repair buffer | 264 | 2290 |
| fill | 6480 | 37400 |
| inverter | 8 | 30.0 |
| tap | 873 | 1090 |
| antenna | 13 | 32.5 |
| sequential | 992 | 14900 |
| multi-input combinational | 1802 | 12000 |
-- kinds of logic after synthesis --
| logic type | synth area share (%) |
|---|---|
| AOI/OAI and AO/OA | 29.2 |
| buffers and inverters | 4.29 |
| latches | 53.9 |
| muxes | 0.607 |
| and+or+nand+nor | 12.0 |
-- critical path: stages --
cell and delay (ns):
clkdlybuf4s50_1 0.46, buf_4 0.48, or3b_1 0.63, nor2_4 0.58, buf_4 0.58, a22oi_1 0.18, nand2_1 0.12, nor3_1 0.07
a21oi_1 0.55, clkdlybuf4s50_1 0.60
-- layout by cell type (no fill, tap or decap), types with 19 or more instances in the layout --
cell type / Yosys / final
a21oi_1: 169 / 169
nand3_1: 60 / 60
nand2_2: 2 / 33
nand4_1: 97 / 97
nor2_1: 112 / 74
dlxtn_1: 992 / 992
nor4_1: 19 / 19
nor2_4: 4 / 51
o21ai_0: 24 / 24
clkdlybuf4s50_1: 0 / 109
a222oi_1: 46 / 46
nor3_1: 74 / 72
buf_4: 24 / 150
nand2_1: 224 / 193
a22oi_1: 787 / 787
-- metal layers --
| layer | up-vias | global-route usage (%) | part of all wire (%) |
|---|---|---|---|
| met1 | 14601 | 63.2 | 33 |
| met4 | 16 | 37.2 | 9.7 |
| li1 | 11687 | - | - |
| met5 | - | 0.901 | 0.059 |
| met3 | 1240 | 35.0 | 19 |
| met2 | 3564 | 70.4 | 38 |
-- path summary, 6_finish.rpt --
check | start | to | slack [ns] | depth (start not counted)
worst min-delay path | ReadReg1[0] | ReadData1[0] | 4.91 | 4
worst max-delay path | ReadReg2[2] | ReadData2[24] | 1.69 | 10
-- through the flow --
stage	setup WS (ns)	util [%]	total power [µW]	area [µm²]
after CTS	2.09	44.7	977	30300
after global routing	1.88	44.7	1050	30300
after detailed placement	2.07	44.7	973	30300
after global placement	2.10	44.7	977	30300
final	1.69	44.7	1020	30300
after floorplan	4.75	-	583	27600
Power is estimated from default activity; no workload was simulated.
